==> design/flow/design.v <==
module ALU 
(
	input [3:0] ALU_Operation_i,
	input signed [31:0] A_i,
	input signed [31:0] B_i,
	output reg Zero_o,
	output reg [31:0] ALU_Result_o
);
	localparam ADD= 4'b0000;
	localparam LUI= 4'b0001;
	localparam LOGIC_OR=  4'b0010;
	localparam XOR= 4'b0110;
	localparam SLL= 4'b0011;
	localparam SRL= 4'b0101;
	localparam SUB= 4'b0100;
	localparam AND= 4'b1001;
	localparam BNE= 4'b0111;
	localparam BLT= 4'b1000;
   always @ (A_i or B_i or ALU_Operation_i)
     begin
		case (ALU_Operation_i)
			ADD:
					ALU_Result_o= A_i+B_i;
			SUB:
					ALU_Result_o= A_i-B_i;		
			LUI:
					ALU_Result_o= B_i<<12;
			LOGIC_OR:
					ALU_Result_o= B_i|A_i;
			SLL:
					ALU_Result_o=A_i<<B_i;
			SRL:
					ALU_Result_o=A_i>>B_i;
			AND:
					ALU_Result_o=A_i&B_i;
			XOR:
					ALU_Result_o=A_i^B_i;
			BNE:
					ALU_Result_o= (A_i != B_i) ? 1'b0 : 1'b1;
			BLT:
					ALU_Result_o= (A_i < B_i) ? 1'b0 : 1'b1;
		default:
			ALU_Result_o = 0;
		endcase  
		Zero_o = (ALU_Result_o == 0) ? 1'b1 : 1'b0;
     end  
endmodule  
==> design/flow/run.sh <==
#!/bin/bash
# OpenROAD 26Q1-2900-gdf79404cd8, Yosys 0.63+post, stock flow scripts
make -C /OpenROAD-flow-scripts/flow DESIGN_CONFIG=/design/flow/config.mk WORK_HOME=/design/flow/orfs finish
==> design/flow/config.mk <==
export PLATFORM = sky130hd
export DESIGN_NAME = ALU
export DESIGN_NICKNAME = ALU
export VERILOG_FILES = /design/flow/design.v
export SDC_FILE = /design/flow/constraint.sdc
export NUM_CORES = 4
export LEC_CHECK = 1
export CORE_UTILIZATION = 40
==> design/flow/constraint.sdc <==
current_design ALU

set clk_period 14.8
set clk_io_pct 0.2

create_clock -name clk0 -period $clk_period

set non_clock_inputs [all_inputs -no_clocks]
set_input_delay [expr $clk_period * $clk_io_pct] -clock clk0 $non_clock_inputs
set_output_delay [expr $clk_period * $clk_io_pct] -clock clk0 [all_outputs]
==> flow_metrics.tcl <==
# yosys + openroad results
set metrics [dict create \
    hold_violations 0 \
    io-pin-count 101 \
    dp_slack_ns 3.47 \
    post_cts_buffers 0 \
    routed_wirelength_um 50600 \
    p_clk_share_pct 0 \
    endpoint "Zero_o" \
    worst_pin_slew_ns 1.00 \
    wl_met1_um 21200 \
    worstPathArrival_ns 8.59 \
    seq_area_um2 0 \
    slew_headroom_pct 32.6 \
    fp.dieW_um 159 \
    via_per_inst 7.03 \
    area_growth_pct 11.5 \
    netSwitchingFraction_pct 60.5 \
    rsz0062_at_grt "no" \
    coreArea_um2 23800 \
    worstPathRequired_ns 11.84 \
    die_height_um 159 \
    insertedDiodeCount 0 \
    clockBufferCount 0 \
    p_int_mw 0.162 \
    drc 0 \
    grt_usage_pct 39.9 \
    syn_inst 1384 \
    initCoreUtil_pct 41.4 \
    max_freq_ghz 0.0866 \
    drv_cap 0 \
    top_layer_used "met4" \
    min_path_type "input pin to output port" \
    flops 0 \
    outcome "finished, final reports clean" \
    overflow 0 \
    ys_sh_aoi_pct 34.7 \
    crit_type "input pin to output port" \
    ctsHoldBuffers 0 \
    met2RoutedLength_um 21700 \
    p_per_area_nw_per_um2 37.4 \
    wl_per_cell_um 29.7 \
    fin_tns_setup_ns 0 \
    setup_viol 0 \
    mux_share_pct 20.5 \
    grt_pass1_vias 10960 \
    ys_cells 1384 \
    postSynthAreaPerCell_um2 7.10 \
    largest_area_cell "mux4_2" \
    comb_power_share_pct 100.0 \
    cp_max_fo 28 \
    synth_area_um2 9820 \
    power.share.sequential_pct 0 \
    num_rows 56 \
    layout-drive-gt1-share_pct 9.02 \
    worst_setup_path_end_kind "output port" \
    drtPass1Iterations 7 \
    ys_types 89 \
    finalMaxSlewViolations 0 \
    setup_slack_ns 3.25 \
    ant_nets 0 \
    gp_congestion 1.06 \
    ys_sh_xor_pct 0.624 \
    vdd_drop_max_uv 19.6 \
    p_sw_mw 0.248 \
    fin_crit_sh_pct 78.0 \
    crit_start "B_i[5]" \
    simple_gate_area_share_pct 22.2 \
    cts_resized 0 \
    drt-initial-drc-count 1415 \
    grt_max_degree 64 \
    post-dp-hpwl_um 38700 \
    antenna_found_initial 0 \
    ys_sh_adder_pct 12.8 \
    ys_seq_share_pct 0 \
    warnings 97 \
    fill_cells 2438 \
    power.leakage_nw 4.45 \
    io_buffer_count 101 \
    yosysChipArea_um2 9820 \
    yosys_warnings 1 \
    met3_length_um 5900 \
    dieArea_um2 25200 \
    fin_crit_ns 11.55 \
    grt_pass1_wl_um 74000 \
    topCellsByArea "mux4_2, ha_1, mux2i_1, a21oi_1, nand2_1" \
    top_area_share_pct 14.4 \
    startpoint_type "input pin" \
    power_mw 0.410 \
    vias 11989 \
    logic_family "AND-OR/OR-AND gates" \
]
## per-layer routing
layer | vias to the layer above | GRT usage, %
met3 | 109 | 9.21
met2 | 861 | 59.1
met1 | 5712 | 58.4
met5 | - | 0
li1 | 5307 | -
met4 | 0 | 11.0
## through the flow
step / hold slack [ns] / util [%] / cell area (um2) / cells
final: 7.11 / 46.1 / 11000 / 1705
after global routing: 7.20 / 46.1 / 11000 / 1705
after CTS: 7.11 / 46.1 / 11000 / 1705
after detailed placement: 7.11 / 46.1 / 11000 / 1705
after global placement: 7.11 / 46.1 / 11000 / 1705
after floorplan: 6.05 / - / 9820 / 1384
## cells in the mapped netlist (7+ instances only)
| master | number |
|---|---|
| nand2_1 | 131 |
| nor2_1 | 106 |
| clkbuf_1 | 102 |
| a21oi_1 | 99 |
| ha_1 | 97 |
| inv_1 | 93 |
| mux4_2 | 63 |
| o21ai_0 | 62 |
| mux2i_1 | 56 |
| o211ai_1 | 35 |
| nand3_1 | 30 |
| a211oi_1 | 27 |
| nor3_1 | 26 |
| a21o_1 | 25 |
| nor4_1 | 25 |
| nand2b_1 | 23 |
| a221oi_1 | 22 |
| a22oi_1 | 19 |
| a211o_1 | 18 |
| o221ai_1 | 18 |
| o31ai_1 | 18 |
| nand4_1 | 16 |
| buf_2 | 15 |
| nor2b_1 | 15 |
| a31oi_1 | 14 |
| o22ai_1 | 14 |
| a221o_1 | 12 |
| and2_1 | 12 |
| and3_1 | 12 |
| o21a_1 | 11 |
| o21ai_1 | 10 |
| o21bai_1 | 10 |
| or3_1 | 10 |
| buf_1 | 9 |
| a32oi_1 | 7 |
## placed cells by master, fill, tap and decap left out, drive strengths merged, types with 7 or more instances in the layout
cell,synthesis,routed
a211o,18,18
a211oi,27,27
a21o,25,25
a21oi,99,99
a221o,12,12
a221oi,22,22
a22oi,19,19
a31oi,14,14
a32oi,7,7
and2,13,13
and3,13,13
buf,29,36
clkdlybuf4s50,0,97
ha,97,97
inv,96,96
mux2i,56,56
mux4,63,63
nand2,131,131
nand2b,23,23
nand3,30,30
nand4,16,16
nor2,106,106
nor2b,15,15
nor3,26,26
nor4,25,25
o211ai,36,36
o21a,11,11
o21ai,73,73
o21bai,10,10
o221ai,18,18
o22ai,14,14
o31ai,18,18
or2,8,8
or3,10,10
## cells by family (layout without fill, tap and decap cells)
family	after synthesis	in the layout
buf+inv	229	231
mux	122	122
fa+ha+maj	99	99
simple gates	443	443
xor+xnor	7	7
compound gates	484	484
## power groups by stage
| stage | clock (mW) | sequential (mW) | combinational, mW |
|---|---|---|---|
| CTS | 0 | 0 | 0.398 |
| global route | 0 | 0 | 0.434 |
| finish | 0 | 0 | 0.410 |
## how the worst min path moves through the flow
stage | start | endpoint | depth (start not counted)
final | B_i[1] | ALU_Result_o[13] | 6
after CTS | B_i[1] | ALU_Result_o[13] | 6
after global routing | B_i[1] | ALU_Result_o[13] | 6
## layout make-up
type | count | area (um2) | area share (%)
inverter | 98 | 368 | 3.36
tap | 319 | 399 | 3.64
multi-input combinational | 1155 | 8950 | 81.7
timing repair buffer | 133 | 1240 | 11.3
## critical path, stage by stage
cell and delay (ns):
clkdlybuf4s50_1 0.46, buf_4 0.34, clkinv_1 0.43, ha_1 0.64
nor2_1 0.09, a211oi_1 0.46, a211oi_1 0.18, o31ai_1 0.78
o211ai_1 0.31, a221o_1 0.39, o41ai_1 0.34, o2111a_1 0.22
a21oi_1 0.06, nor4_1 0.26, and3_1 0.20, clkdlybuf4s50_1 0.46
No activity file was given, so power comes from the tool's default toggle rates.
